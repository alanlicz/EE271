<file path="./run.sh">
#!/bin/bash
# OpenROAD 26Q1-2900-gdf79404cd8, Yosys 0.63+post, stock flow scripts
make -C /OpenROAD-flow-scripts/flow DESIGN_CONFIG=/design/flow/config.mk WORK_HOME=/design/flow/orfs finish
</file>
<file path="./constraint.sdc">
current_design seg7

set clk_period 1.2
set clk_io_pct 0.2

create_clock -name clk0 -period $clk_period

set non_clock_inputs [all_inputs -no_clocks]
set_input_delay [expr $clk_period * $clk_io_pct] -clock clk0 $non_clock_inputs
set_output_delay [expr $clk_period * $clk_io_pct] -clock clk0 [all_outputs]
</file>
<file path="./design.v">
module seg7 (bcd, leds);
  input logic [3:0] bcd;
  output logic [6:0] leds;
  always_comb begin
    case (bcd)
      4'b0000: leds = ~7'b0111111;  
      4'b0001: leds = ~7'b0000110;  
      4'b0010: leds = ~7'b1011011;  
      4'b0011: leds = ~7'b1001111;  
      4'b0100: leds = ~7'b1100110;  
      4'b0101: leds = ~7'b1101101;  
      4'b0110: leds = ~7'b1111101;  
      4'b0111: leds = ~7'b0000111;  
      4'b1000: leds = ~7'b1111111;  
      4'b1001: leds = ~7'b1101111;  
      default: leds = 7'bX;
    endcase
  end
endmodule
</file>
<file path="./config.mk">
export PLATFORM = sky130hd
export DESIGN_NAME = seg7
export DESIGN_NICKNAME = seg7
export VERILOG_FILES = /design/flow/design.v
export SDC_FILE = /design/flow/constraint.sdc
export NUM_CORES = 4
export LEC_CHECK = 1
export CORE_AREA = 10 10 70 70
export DIE_AREA = 0 0 80 80
</file>
==> flow_metrics.tcl <==
# collected from the flow reports
set metrics [dict create \
    synth_cells 21 \
    use_met3_pct 0.341 \
    insertedDiodeCount 0 \
    antenna_found_initial 0 \
    dpl.cell_count 83 \
    hold_class "in -> out" \
    end_kind "output port" \
    setup_ws_ns 0.00749 \
    dpl.hpwl_um 506 \
    grt_first_pass_wirelength_um 1010 \
    ios 11 \
    grt_pass1_vias 217 \
    drtIter0Drc 2 \
    place_area_um2 360 \
    setup_viol 0 \
    warnings 38 \
    ff_count 0 \
    worst_pin_slew_ns 0.104 \
    finalCritPeriodShare_pct 99.4 \
    grt_remaining_overflow 0 \
    critPathLaunchType "primary input" \
    io_buffers 11 \
    mostFrequentLayoutCell "buf_2" \
    first_pass_iters 2 \
    gr-usage-met2_pct 3.85 \
    final_layout_size_suffix_gt1_share_pct 84.2 \
    grt_use_total_pct 1.94 \
    ys_area_um2 155 \
    ys_seq_share_pct 0 \
    gr-max-usage-layer "met2" \
    clock_buffers 0 \
    synth_area_um2 155 \
    ys_types 10 \
    grtUsageMet1_pct 2.18 \
    routed_via_density 2.44 \
    ir_drop_mv 0.0407 \
    max_cap_violations 0 \
    critPathMaxFanout 3 \
    dieHeight_um 80 \
    areaGrowthSynthToFinish_pct 194 \
    final_area_um2 457 \
    seqCellArea_um2 0 \
    rows 21 \
    crit_type "in -> out" \
    arrival_ns 0.95 \
    hold_violations 0 \
    slew_headroom_pct 92.9 \
    status "finished, final reports clean" \
    rsz0062_at_grt "yes" \
    cp_data_required_time_ns 0.96 \
    ctsHoldBuffers 0 \
    post-place-ws_ns -0.898 \
    grt_start_max_net_pins 9 \
    yosys_warnings 1 \
    fin_hold_ws_ns 0.801 \
    max_freq_mhz 839 \
    wl_um 643 \
    final_cells 84 \
    fin_crit_ns 1.19 \
    ant_nets 0 \
    power_uw 118 \
    wl_per_cell_um 7.65 \
    power_density_nw_per_um2 257 \
    p_leak_nw 0.184 \
    final_cell_mix "6 x buf_2, 4 x ha_4, 4 x buf_4, 3 x a21oi_2" \
    initial_utilization_pct 4.54 \
    dieWidth_um 80 \
    syn-mean-instance-area_um2 7.39 \
    drc 0 \
    slew_violations 0 \
    yosysCellCount 21 \
    num_vias 205 \
    core_um2 3420 \
    globalplace.congestion 0.659 \
    chipArea_um2 6400 \
]
==> cells by family (layout without fill, tap and decap cells) <==
kind of cell	after synthesis	count (layout)	synth area share [%]
mux	1	1	6.45
fa+ha+maj	5	5	40.3
compound gates	4	4	12.9
buf+inv	2	19	4.84
simple gates	9	9	35.5
==> worst max-delay path: stages <==
cell and delay [ns]:
buf_8 0.09, inv_8 0.03, ha_2 0.16, or2_1 0.22, a21oi_2 0.11, buf_2 0.10
==> layer usage <==
metal / up-vias / share of wire (%) / routed length (um)
met1: 95 / 37 / 240
met2: 5 / 55 / 355
met3: 0 / 7.3 / 47
met5: - / 0 / 0
li1: 105 / - / -
met4: 0 / 0 / 0
==> report_power, final <==
part	internal (mW)	total (mW)	switching [mW]
Sequential	0	0	0
Clock	0	0	0
Combinational	0.0689	0.118	0.0486
Total	0.0689	0.118	0.0486
==> metrics by stage <==
stage               TNS, ns  util, %
floorplan                 0        -
global route        -0.0341     13.4
finish                    0     13.4
CTS                 -0.0148     12.1
detailed placement    -5.46     10.5
global placement      -5.50     10.5
==> area by class of cell <==
type / count / area, um2
tap: 46 / 57.6
multi-input combinational: 19 / 241
fill: 396 / 2960
timing repair buffer: 17 / 135
inverter: 2 / 22.5
==> synthesized netlist by cell type, drive strengths merged <==
library cell / instances / area, um2
a21oi: 4 / 20.0
and2: 1 / 6.26
ha: 5 / 62.6
inv: 2 / 7.51
mux2i: 1 / 10.0
nand2: 2 / 7.51
nand2b: 2 / 12.5
nor2b: 1 / 8.76
nor3b: 1 / 7.51
or2: 2 / 12.5
==> path summary, 6_finish.rpt <==
kind / cells past startpoint / start / end
max: 6 / bcd[0] / leds[5]
min: 3 / bcd[3] / leds[2]
==> timing repair <==
action                     4_1_cts  5_1_grt
buffers inserted                 1        0
resized                         59       11
pin swaps                        7        4
setup endpoints to repair        7        7
