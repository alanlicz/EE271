### design/flow/run.sh
#!/bin/bash
# OpenROAD 26Q1-2900-gdf79404cd8, Yosys 0.63+post, stock flow scripts
make -C /OpenROAD-flow-scripts/flow DESIGN_CONFIG=/design/flow/config.mk WORK_HOME=/design/flow/orfs finish
### design/flow/constraint.sdc
current_design collision_detector

set clk_period 2.4
set clk_io_pct 0.2

create_clock -name clk0 -period $clk_period

set non_clock_inputs [all_inputs -no_clocks]
set_input_delay [expr $clk_period * $clk_io_pct] -clock clk0 $non_clock_inputs
set_output_delay [expr $clk_period * $clk_io_pct] -clock clk0 [all_outputs]
### design/flow/config.mk
export PLATFORM = sky130hd
export DESIGN_NAME = collision_detector
export DESIGN_NICKNAME = collision_detector
export VERILOG_FILES = /design/flow/design.v
export SDC_FILE = /design/flow/constraint.sdc
export NUM_CORES = 4
export LEC_CHECK = 1
export CORE_AREA = 10 10 80 80
export DIE_AREA = 0 0 90 90
### design/flow/design.v
module collision_detector(gameover, bird_position, green_column0, green_column1);
	input int bird_position;
	input logic [15:0] green_column0, green_column1;
	output logic gameover;
  assign gameover = green_column0[bird_position]
      | green_column0[bird_position + 1]
      | green_column1[bird_position]
      | green_column1[bird_position + 1];
endmodule
module collision_detector_testbench();
  logic gameover;
  int bird_position;
  logic [15:0] green_column0, green_column1;
  collision_detector dut(gameover, bird_position, green_column0, green_column1);
  initial begin
    green_column0 <= 0;
    green_column1 <= 0; #10;
    bird_position <= 0; #10;
    bird_position <= 14; #10;
    bird_position <= 8; #10;
    green_column0 <= 16'b1111110000001111;
    green_column1 <= 0; #10;
    bird_position <= 0; #10;
    bird_position <= 14; #10;
    bird_position <= 8; #10;
    green_column0 <= 0;
    green_column1 <= 16'b1111110000001111; #10;
    bird_position <= 0; #10;
    bird_position <= 14; #10;
    bird_position <= 8; #10;
    green_column0 <= 0;
    green_column1 <= 0; #10;
    bird_position <= 0; #10;
    bird_position <= 14; #10;
    bird_position <= 8; #10;
    green_column0 <= 16'b1111110000001111;
    green_column1 <= 16'b1111110000001111; #10;
    bird_position <= 0; #10;
    bird_position <= 14; #10;
    bird_position <= 8; #10;
  end
endmodule
==> ci_impl_report.md <==
## Implementation flow summary

| Metric | Value |
|---|---|
| Via count | 657 |
| Peak supply drop | 0.0000519 V |
| HPWL Detailed | 1.85 mm |
| Number of cells in Yosys stat | 65 |
| CP Capture Type | output pin |
| Hold WS | 1600 ps |
| Seq/Total Area, Yosys | 0 |
| Static leakage | 0.000376 uW |
| Vias/cell | 3.73 |
| Comb area | 518 um^2 |
| Top cell area share | 0.205 |
| Routed length per instance | 12.6 um |
| Final worst slack | -97.1 ps |
| GR Util All Layers | 0.0540 |
| Post-Layout Cell Count | 176 |
| Fin util | 0.229 |
| RSZ-0062 raised after global routing | yes |
| Die H | 90 um |
| Final Hold Vio Count | 0 |
| Fin crit period | 2500 ps |
| Final Max Slew Viols | 0 |
| Int Power | 120 uW |
| WS Path Type | in -> out |
| Distinct lib cells | 17 |
| Slew headroom | 0.845 |
| Post-synthesis chip area from yosys | 439 um^2 |
| Max Cap Viol | 0 |
| Layout cells sized above 1 | 0.349 |
| GRT overflow | 0 |
| Mapped cell area | 439 um^2 |
| First-pass GRT wire length | 3.70 mm |
| ANT nets after route | 0 |
| First-pass DRT Iterations | 4 |
| OpenROAD warning count | 60 |
| Failing checks | setup timing |
| Clock buffer cells | 0 |
| Power share of the combinational group | 1.000 |
| Mapped Cells | 65 |
| Placed insts | 174 |
| Worst-path maximum fanout | 8 |
| Core box area | 4720 um^2 |
| Syn avg cell area | 6.76 um^2 |
| YS warnings | 0 |
| Post-synth area hogs | mux4_2 (21%), a21oi_1 (19%), nor3_1 (16%), nor2_1 (10%), buf_6 (5.1%) |
| Die width | 90 um |
| Flop Count | 0 |
| Final setup vio count | 1 |
| Final Cycle Share | 1.04 |
| Critical Path Start Type | input pin |
| Sequential power share | 0 |
| Starting DRT DRC Count | 47 |
| Fmax | 0.400 GHz |
| DP Worst Slack | -909 ps |
| Vias in the first global route | 749 |
| Num ports | 65 |
| Floorplan utilization | 0.0930 |
| Hold-fix buffers at CTS | 0 |
| Clk network pwr share | 0 |
| HP Class | in -> out |
| Worst Tran Pin Value | 233 ps |
| Post-synth top area cell | mux4_2 |
| Pwr dens | 184 nW/um^2 |
| Switch share | 0.396 |
| Ant. Diodes | 0 |
| Rows | 25 |
| Setup_tns | -97.1 ps |
| Pin count of the biggest net entering global routing | 20 |
| Crit path DRT | 1920 ps |
| Fillers | 510 |
| DRC Markers | 0 |
| Die area | 8100 um^2 |
| Status | complete, but fails checks |
| Area Growth Syn to Fin | 147% |
| Reg area | 0 um^2 |
| IO Port Bufs | 39 |
| RePlAce Congestion | 0.775 |
| Drt total wl | 2.22 mm |
| WP data arrival | 2020 ps |
| Initial antenna violation count | 0 |
| Switch Pwr | 78.9 uW |
[synth_stat cells]
| library cell | n |
|---|---|
| ha_1 | 1 |
| xnor2_1 | 1 |
| a31oi_1 | 1 |
| a21oi_1 | 17 |
| o32ai_1 | 1 |
| xor2_1 | 1 |
| o21ai_0 | 1 |
| nand2_1 | 2 |
| buf_4 | 2 |
| mux4_2 | 4 |
| nor2_1 | 12 |
| nor3_1 | 14 |
| nor3_2 | 2 |
| nand4_1 | 1 |
| buf_6 | 2 |
| mux2i_1 | 2 |
| o31ai_1 | 1 |
[cell families after synthesis]
kind of cell	synth area share
compound gates	0.256
xor+xnor	0.0399
fa+ha+maj	0.0285
buf+inv	0.0855
mux	0.251
simple gates	0.339
[cell usage in the layout, fill, tap and decap left out]
master and n:
clkdlybuf4s50_1 21, dlygate4sd2_1 15, a21oi_1 14, nor3_2 10
nor2_1 9, buf_4 6, mux4_2 4, nor3_1 3
nor2_2 3, nor3_4 3, a21oi_2 3, nand2_1 2
buf_6 2, buf_12 2, mux2i_1 1, nand4_1 1
a31oi_1 1, o21ai_0 1, o31ai_1 1, xor2_2 1
xnor2_1 1, mux2i_2 1, o32ai_1 1, ha_4 1
buf_16 1, buf_2 1
[layer usage]
layer  routed length (um)  GRT usage
met1                 1050     0.0745
met2                 1060     0.0908
met3                  107     0.0101
met4                    0          0
met5                    0          0
[power by group through the flow]
stage	combinational [uW]	clock [uW]	sequential (uW)
CTS	195	0	0
global route	217	0	0
finish	199	0	0
[area by class of cell]
class,count,share of cell area
well taps,67,0.0774
repair buffers,48,0.445
multi-input cells,61,0.478
[worst max-delay path, stage by stage]
cell and delay (ps):
buf_6 100, ha_4 250, buf_12 150, nor3_4 110, a21oi_2 50, mux4_2 480, mux2i_2 180, o32ai_1 90
buf_2 130
[metrics by stage]
step                power, uW  cell area (um^2)
floorplan                69.7               439
global placement          165               941
detailed placement        166               941
CTS                       195              1070
global route              217              1080
finish                    199              1080
[final timing paths]
| path | start | endpoint | slack (ps) | cells past startpoint |
|---|---|---|---|---|
| setup / recovery | bird_position[1] | gameover | -100 | 9 |
| hold / removal | bird_position[1] | gameover | 1600 | 7 |
[timing repair]
item,in CTS,in global routing
buffers inserted,1,0
endpoints found under the setup margin,1,1
gates resized,50,4
pin swaps,15,0
gates cloned,1,0
Power figures rest on the tool's default switching activity, not on a simulated workload.
