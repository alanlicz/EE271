<file path="./design.v">
module clock_divider (clock, reset, divided_clocks);  
	input  logic          reset, clock;  
	output logic  [31:0]  divided_clocks = 0;  
	always_ff @(posedge clock) begin  
		divided_clocks <= divided_clocks + 1;   
	end  
endmodule   
</file>
<file path="./run.sh">
#!/bin/bash
# OpenROAD 26Q1-2900-gdf79404cd8, Yosys 0.63+post, stock flow scripts
make -C /OpenROAD-flow-scripts/flow DESIGN_CONFIG=/design/flow/config.mk WORK_HOME=/design/flow/orfs finish
</file>
<file path="./config.mk">
export PLATFORM = sky130hd
export DESIGN_NAME = clock_divider
export DESIGN_NICKNAME = clock_divider
export VERILOG_FILES = /design/flow/design.v
export SDC_FILE = /design/flow/constraint.sdc
export NUM_CORES = 4
export LEC_CHECK = 1
export CORE_UTILIZATION = 30
</file>
<file path="./constraint.sdc">
current_design clock_divider

set clk_period 7.2
set clk_io_pct 0.2

create_clock -name clk0 -period $clk_period [get_ports {clock}]

set non_clock_inputs [all_inputs -no_clocks]
set_input_delay [expr $clk_period * $clk_io_pct] -clock clk0 $non_clock_inputs
set_output_delay [expr $clk_period * $clk_io_pct] -clock clk0 [all_outputs]
</file>
==> impl_metrics.json <==
{
  "placement_rows": 23,
  "relSlewSlack": 0.620,
  "nFillCells": 375,
  "synth_chip_area_mm2": 0.00132,
  "r2r_start": "divided_clocks[0]$_DFF_P_",
  "firstDrtPassIters": 4,
  "clock_skew_ns": 0.00287,
  "yosys_warnings": 1,
  "largest_reg_flops": 32,
  "start_kind": "flip-flop",
  "grt_pass1_wl_mm": 3.88,
  "fin_tns_setup_ns": 0,
  "grt_setup_unrepaired": "no",
  "startpoint": "divided_clocks[2]$_DFF_P_",
  "htreeDepth": 2,
  "timing.final.max_slew_violations": 0,
  "fmax_ghz": 0.377,
  "clk_path_buf_depth": 2,
  "final.period_utilization": 0.369,
  "grt_util_met3": 0.0270,
  "cts_buffers": 5,
  "die_x_um": 68.3,
  "grt_max_degree": 12,
  "synthCells": 127,
  "finalSetupViolCount": 0,
  "die-area_mm2": 0.00466,
  "worst_slew_pin_slew_ns": 0.568,
  "top_register": "divided_clocks",
  "post-cts-setup-buffer-count": 0,
  "worstSetupPathType": "flip-flop to primary output",
  "hold_start": "divided_clocks[0]$_DFF_P_",
  "synth_cell_types": 24,
  "gr-usage-all-layers": 0.112,
  "required_ns": 5.76,
  "dpl.hpwl_mm": 1.62,
  "die_y_um": 68.3,
  "synth_seq_share": 0.486,
  "dr_total_vias": 969,
  "arrival_ns": 1.21,
  "syn_area_mm2": 0.00132,
  "top_regs": "divided_clocks (32)",
  "grtUsageMet2": 0.158,
  "layoutNonFillerInstCount": 213,
  "leakagePower_nw": 0.704,
  "cp_cell_sequence": "clkdlybuf4s50_1",
  "port_buffers": 32,
  "core_area_mm2": 0.00412,
  "max-cap-violations": 0,
  "grt_pass1_vias": 844,
  "largest_area_cell": "dfxtp_1",
  "fp_util": 0.320,
  "tritoncts": "yes",
  "syn_area_per_cell_um2": 10.4,
  "clock_insertion_delay_worst_skew_ns": 0.27,
  "outcome": "complete, no violations",
  "synth.area.top_cells": "dfxtp_1 49%, xor2_1 13%, xnor2_1 6.6%",
  "endpoint_kind": "primary output",
  "clock_sinks": 32,
  "warnings": 26,
  "min_period_ns": 2.65,
  "ant_nets": 0,
  "cts-root-buf": "clkbuf_8",
  "async_reset_ff_frac": 0,
  "synth-seq-cells": 32,
  "dominantRegCellSynth": "dfxtp_1",
  "grt.busiest_layer": "met1",
  "hold_buffers": 0,
  "dp_cells": 205,
  "path_buffers": 1,
  "mostFrequentLayoutCells": "32 x dfxtp_1, 32 x clkdlybuf4s50_1, 20 x xor2_1",
  "vdd_drop_max_uv": 97.5,
  "edf_count": 0,
  "syn_to_final_growth_pct": 34.0,
  "drive_gt1_frac": 0.0982,
  "worst_path_dominant_cell_family": "buffers and inverters",
  "power.total_mw": 0.315,
  "hold_class": "flip-flop to flip-flop",
  "grtUsageMet1": 0.175,
  "ioPinCount": 34,
  "path_clk_slew_ns": 0.06,
  "crit_slowest_cell": "clkdlybuf4s50_1",
  "remaining_drc_errors": 0,
  "cpPeakStageDelay_ns": 0.50,
  "ctsResizeCount": 0,
  "drt_wl_total_mm": 2.35,
  "power.density_mw_per_mm2": 178,
  "top_cell_area_share": 0.486,
  "post_drt_via_cell_ratio": 4.55,
  "drt-initial-drc-count": 70,
  "hold_viol": 0,
  "diodes": 0,
  "ys_cells": 127,
  "grt_overflow": 0,
  "antenna_found_initial": 0,
  "crit_fanout": 6,
  "wl_per_cell_um": 11.0,
  "gp_congestion": 0.732
}
[cell usage after synthesis, types with 2 or more instances]
master   count
nor4_1       4
nand3_1     10
nand2_1      9
xor2_1      20
and3_1       2
nor3_1       4
buf_2        2
nor4_2       5
and4_1       4
nand3_2      2
xnor2_1     10
inv_1        5
dfxtp_1     32
nand4_1      3
nor2_1       6
[logic make-up (layout without fill, tap and decap cells)]
group,count (synthesis),after routing,synth area share
buffers and inverters,9,45,0.0332
adder cells (fa/ha/maj),1,1,0.00949
XOR/XNOR,30,30,0.199
AND/OR/NAND/NOR,55,55,0.272
flip-flops,32,32,0.486
[power by group]
group | internal (mW) | switching, mW | leakage [nW]
sequential | 0.177 | 0 | 0.258
clock | 0.0778 | 0.0602 | 0.0455
combinational | 0 | 0 | 0.401
[final timing paths]
| path | endpoint | slack, ns | cells after the start |
|---|---|---|---|
| max | divided_clocks[2] | 4.55 | 1 |
| min | divided_clocks[0]$_DFF_P_ | 0.45 | 1 |
| max reg2reg | divided_clocks[24]$_DFF_P_ | 5.35 | 5 |
| min reg2reg | divided_clocks[0]$_DFF_P_ | 0.45 | 1 |
[routing by layer]
metal | wire [µm] | share of wire
met5 | 0 | 0
met3 | 135 | 0.057
met2 | 977 | 0.42
met1 | 1200 | 0.51
met4 | 38 | 0.016
[metrics by stage]
stage                util  worst slack [ns]  area (µm²)  hold slack (ns)
floorplan               -              5.39        1320            0.394
global placement    0.407              4.83        1680            0.429
detailed placement  0.407              4.84        1680            0.432
CTS                 0.429              4.53        1770            0.449
global route        0.429              4.45        1770            0.469
finish              0.429              4.55        1770            0.450
[final cells by class]
| type | instances | area, µm² | share of cell area |
|---|---|---|---|
| repair buffers | 32 | 320 | 0.181 |
| clock buffers | 8 | 90.1 | 0.0510 |
| flip-flops and latches | 32 | 641 | 0.363 |
| inverters | 5 | 18.8 | 0.0106 |
| multi-input cells | 86 | 634 | 0.359 |
| well taps | 50 | 62.6 | 0.0354 |
No activity file was given, so power comes from the tool's default toggle rates.
